==> design.v <==
module id(
	input wire rst,
    input wire[31:0]        inst_i,              
    input wire[31:0]    inst_addr_i,         
    input wire[31:0]         reg1_rdata_i,         
    input wire[31:0]         reg2_rdata_i,         
    input wire[31:0]         csr_rdata_i,          
    input wire                  ex_jump_flag_i,       
    output reg[4:0]     reg1_raddr_o,         
    output reg[4:0]     reg2_raddr_o,         
    output reg[31:0]     csr_raddr_o,          
    output reg[31:0]     op1_o,
    output reg[31:0]     op2_o,
    output reg[31:0]     op1_jump_o,
    output reg[31:0]     op2_jump_o,
    output reg[31:0]        inst_o,               
    output reg[31:0]    inst_addr_o,          
    output reg[31:0]         reg1_rdata_o,         
    output reg[31:0]         reg2_rdata_o,         
    output reg                  reg_we_o,             
    output reg[4:0]     reg_waddr_o,          
    output reg                  csr_we_o,             
    output reg[31:0]         csr_rdata_o,          
    output reg[31:0]     csr_waddr_o           
);
wire[6:0]   opcode = inst_i[6:0];
wire[2:0]   funct3 = inst_i[14:12];
wire[6:0]   funct7 = inst_i[31:25];
wire[4:0]   rd     = inst_i[11:7];
wire[4:0]   rs1    = inst_i[19:15];
wire[4:0]   rs2    = inst_i[24:20];
    always @ (*) begin
        inst_o = inst_i;
        inst_addr_o = inst_addr_i;
        reg1_rdata_o = reg1_rdata_i;
        reg2_rdata_o = reg2_rdata_i;
        csr_rdata_o = csr_rdata_i;
        csr_raddr_o = 32'h0;
        csr_waddr_o = 32'h0;
        csr_we_o = 1'b0;
        op1_o = 32'h0;
        op2_o = 32'h0;
        op1_jump_o = 32'h0;
        op2_jump_o = 32'h0;
        case(opcode)
            7'b0010011: begin
                case (funct3)
                    3'b000, 3'b010, 3'b011, 3'b100, 3'b110, 3'b111, 3'b001, 3'b101: begin
                        reg_we_o = 1'b1;
                        reg_waddr_o = rd;
                        reg1_raddr_o = rs1;
                        reg2_raddr_o = 5'h0;
                        op1_o = reg1_rdata_i;
                        op2_o = {{20{inst_i[31]}}, inst_i[31:30]};
                    end
                    default: begin
                        reg_we_o = 1'b0;
                        reg_waddr_o = 5'h0;
                        reg1_raddr_o = 5'h0;
                        reg2_raddr_o = 5'h0;
                    end
                endcase
            end
            7'b0110011: begin
                if ((funct7 == 7'b0000000) || (funct7 == 7'b0100000)) begin
                    case (funct3)
                        3'b000, 3'b001, 3'b010, 3'b011, 3'b100, 3'b101, 3'b110, 3'b111: begin
                            reg_we_o = 1'b1;
                            reg_waddr_o = rd;
                            reg1_raddr_o = rs1;
                            reg2_raddr_o = rs2;
                            op1_o = reg1_rdata_i;
                            op2_o = reg2_rdata_i;
                        end
                        default: begin
                            reg_we_o = 1'b0;
                            reg_waddr_o = 5'h0;
                            reg1_raddr_o = 5'h0;
                            reg2_raddr_o = 5'h0;
                        end
                    endcase
                end
                else if (funct7 == 7'b0000001) begin
                    case (funct3)
                        3'b000, 3'b011, 3'b001, 3'b010: begin
                            reg_we_o = 1'b1;
                            reg_waddr_o = rd;
                            reg1_raddr_o = rs1;
                            reg2_raddr_o = rs2;
                            op1_o = reg1_rdata_i;
                            op2_o = reg2_rdata_i;
                        end
                        3'b100, 3'b101, 3'b110, 3'b111: begin
                            reg_we_o = 1'b0;
                            reg_waddr_o = rd;
                            reg1_raddr_o = rs1;
                            reg2_raddr_o = rs2;
                            op1_o = reg1_rdata_i;
                            op2_o = reg2_rdata_i;
                            op1_jump_o = inst_addr_i;
                            op2_jump_o = 32'h4;
                        end
                        default: begin
                            reg_we_o = 1'b0;
                            reg_waddr_o = 5'h0;
                            reg1_raddr_o = 5'h0;
                            reg2_raddr_o = 5'h0;
                        end
                    endcase
                end
                else begin
                    reg_we_o = 1'b0;
                    reg_waddr_o = 5'h0;
                    reg1_raddr_o = 5'h0;
                    reg2_raddr_o = 5'h0;
                end
            end
            7'b0000011: begin
                case (funct3)
                    3'b000, 3'b001, 3'b010, 3'b100, 3'b101: begin
                        reg1_raddr_o = rs1;
                        reg2_raddr_o = 5'h0;
                        reg_we_o = 1'b1;
                        reg_waddr_o = rd;
                        op1_o = reg1_rdata_i;
                        op2_o = {{20{inst_i[31]}}, inst_i[31:20]};
                    end
                    default: begin
                        reg1_raddr_o = 5'h0;
                        reg2_raddr_o = 5'h0;
                        reg_we_o = 1'b0;
                        reg_waddr_o = 5'h0;
                    end
                endcase
            end
            7'b0100011: begin
                case (funct3)
                    3'b000, 3'b010, 3'b001: begin
                        reg1_raddr_o = rs1;
                        reg2_raddr_o = rs2;
                        reg_we_o = 1'b0;
                        reg_waddr_o = 5'h0;
                        op1_o = reg1_rdata_i;
                        op2_o = {{20{inst_i[31]}}, inst_i[31:25], inst_i[11:7]};
                    end
                    default: begin
                        reg1_raddr_o = 5'h0;
                        reg2_raddr_o = 5'h0;
                        reg_we_o = 1'b0;
                        reg_waddr_o = 5'h0;
                    end
                endcase
            end
            7'b1100011: begin
                case (funct3)
                    3'b000, 3'b001, 3'b100, 3'b101, 3'b110, 3'b111: begin
                        reg1_raddr_o = rs1;
                        reg2_raddr_o = rs2;
                        reg_we_o = 1'b0;
                        reg_waddr_o = 5'h0;
                        op1_o = reg1_rdata_i;
                        op2_o = reg2_rdata_i;
                        op1_jump_o = inst_addr_i;
                        op2_jump_o = {{20{inst_i[31]}}, inst_i[7], inst_i[30:25], inst_i[11:8], 1'b0};
                    end
                    default: begin
                        reg1_raddr_o = 5'h0;
                        reg2_raddr_o = 5'h0;
                        reg_we_o = 1'b0;
                        reg_waddr_o = 5'h0;
                    end
                endcase
            end
            7'b1101111: begin
                reg_we_o = 1'b1;
                reg_waddr_o = rd;
                reg1_raddr_o = 5'h0;
                reg2_raddr_o = 5'h0;
                op1_o = inst_addr_i;
                op2_o = 32'h4;
                op1_jump_o = inst_addr_i;
                op2_jump_o = {{12{inst_i[31]}}, inst_i[19:12], inst_i[20], inst_i[30:21], 1'b0};
            end
            7'b1100111: begin
                reg_we_o = 1'b1;
                reg1_raddr_o = rs1;
                reg2_raddr_o = 5'h0;
                reg_waddr_o = rd;
                op1_o = inst_addr_i;
                op2_o = 32'h4;
                op1_jump_o = reg1_rdata_i;
                op2_jump_o = {{20{inst_i[31]}}, inst_i[31:20]};
            end
            7'b0110111: begin
                reg_we_o = 1'b1;
                reg_waddr_o = rd;
                reg1_raddr_o = 5'h0;
                reg2_raddr_o = 5'h0;
                op1_o = {inst_i[31:12], 12'b0};
                op2_o = 32'h0;
            end
            7'b0010111: begin
                reg_we_o = 1'b1;
                reg_waddr_o = rd;
                reg1_raddr_o = 5'h0;
                reg2_raddr_o = 5'h0;
                op1_o = inst_addr_i;
                op2_o = {inst_i[31:12], 12'b0};
            end
            7'b0000001: begin
                reg_we_o = 1'b0;
                reg_waddr_o = 5'h0;
                reg1_raddr_o = 5'h0;
                reg2_raddr_o = 5'h0;
            end
            7'b0001111: begin
                reg_we_o = 1'b0;
                reg_waddr_o = 5'h0;
                reg1_raddr_o = 5'h0;
                reg2_raddr_o = 5'h0;
                op1_jump_o = inst_addr_i;
                op2_jump_o = 32'h4;
            end
            7'b0001111: begin
                reg_we_o = 1'b0;
                reg_waddr_o = 5'h0;
                reg1_raddr_o = 5'h0;
                reg2_raddr_o = 5'h0;
                op1_jump_o = inst_addr_i;
                op2_jump_o = 32'h4;
            end
            7'b1110011: begin
                reg_we_o = 1'b0;
                reg_waddr_o = 5'h0;
                reg1_raddr_o = 5'h0;
                reg2_raddr_o = 5'h0;
                csr_raddr_o = {20'h0, inst_i[31:20]};
                csr_waddr_o = {20'h0, inst_i[31:20]};
                case (funct3)
                    3'b001, 3'b010, 3'b011: begin
                        reg1_raddr_o = rs1;
                        reg2_raddr_o = 5'h0;
                        reg_we_o = 1'b1;
                        reg_waddr_o = rd;
                        csr_we_o = 1'b1;
                    end
                    3'b101, 3'b110, 3'b111: begin
                        reg1_raddr_o = 5'h0;
                        reg2_raddr_o = 5'h0;
                        reg_we_o = 1'b1;
                        reg_waddr_o = rd;
                        csr_we_o = 1'b1;
                    end
                    default: begin
                        reg_we_o = 1'b0;
                        reg_waddr_o = 5'h0;
                        reg1_raddr_o = 5'h0;
                        reg2_raddr_o = 5'h0;
                        csr_we_o = 1'b0;
                    end
                endcase
            end
            default: begin
                reg_we_o = 1'b0;
                reg_waddr_o = 5'h0;
                reg1_raddr_o = 5'h0;
                reg2_raddr_o = 5'h0;
            end
        endcase
    end
endmodule
==> run.sh <==
#!/bin/bash
# OpenROAD 26Q1-2900-gdf79404cd8, Yosys 0.63+post, stock flow scripts
make -C /OpenROAD-flow-scripts/flow DESIGN_CONFIG=/design/flow/config.mk WORK_HOME=/design/flow/orfs finish
==> config.mk <==
export PLATFORM = sky130hd
export DESIGN_NAME = id
export DESIGN_NICKNAME = id
export VERILOG_FILES = /design/flow/design.v
export SDC_FILE = /design/flow/constraint.sdc
export NUM_CORES = 4
export LEC_CHECK = 1
export CORE_AREA = 10 10 210 210
export DIE_AREA = 0 0 220 220
==> constraint.sdc <==
current_design id

set clk_period 8.4
set clk_io_pct 0.2

create_clock -name clk0 -period $clk_period

set non_clock_inputs [all_inputs -no_clocks]
set_input_delay [expr $clk_period * $clk_io_pct] -clock clk0 $non_clock_inputs
set_output_delay [expr $clk_period * $clk_io_pct] -clock clk0 [all_outputs]
==> metrics.csv <==
metric,value,unit
outcome,finished clean,
syn_to_final_growth,87.6,%
syn-cell-area,0.00384,sq mm
seq_cells,0,
period_used_share,0.821,
syn_avg_cell_area,7.04,sq um
max-vdd-ir-drop,0.0112,mV
yosys_warnings,1,
ys_chip_area,0.00384,sq mm
grt_pass1_vias,4907,
dp.cells,1293,
die_h,220,um
crit_required,6720,ps
io_pins,531,
p_int,0.133,mW
cp_top_family,buffers and inverters,
crit_path_end_kind,output pin,
gr-total-overflow,0,
path_class,input pin to output pin,
slew_headroom,0.526,
std_cell_rows,73,
arrival,5220,ps
ctsResizeCount,0,
top_layer,met4,
synth.distinct_cells,48,
critPathSlowestCell,clkdlybuf4s50_1,
grt_start_max_net_pins,35,
switching_share,0.379,
grt_antenna_before_repair,1,
fp.dieArea,0.0484,sq mm
p_per_area,29.7,mW/mm^2
place_congestion,0.810,
critPathBufInv,4,
switchingPower,0.0812,mW
hold_violations,0,
final_util,0.182,
rsz0062_at_grt,no,
dr.pass1.iters,5,
crit_path_max_fanout,13,
hold_buffers,0,
dr_total_vias,4749,
synthCells,546,
tns,0,ps
instances_no_fill,1295,
cp-start-kind,input pin,
max_cap_viol_count,0,
avgViaCountPerCell,3.67,
finalSetupViolations,0,
route.antenna.remaining_nets,0,
drc,0,
wl_met3,3.23,mm
cp_cell_sequence,clkdlybuf4s50_1 -> nor4bb_4 -> buf_4 -> and3_1 -> nor2_1 -> buf_4 -> nor2b_1 -> clkdlybuf4s50_1,
place_area,0.00721,sq mm
hold_depth,0,
ys_cells,546,
tightestPinTransition,704,ps
design_area,0.00721,sq mm
drive_gt1_frac,0.0365,
p_leak,2.66,nW
min_path_type,input pin to output pin,
warnings,34,
cts_setup_buffers,0,
totalWireLength,28.8,mm
drtIter0Drc,293,
mostFrequentLayoutCells,"425 x clkdlybuf4s50_1, 49 x a22o_1, 40 x conb_1",
fmax,145,MHz
routed-wl-met2,14.4,mm
core_util_floorplan,0.0970,
grt_pass1_wl,37.7,mm
clock_buffers,0,
min_period,6900,ps
wl_met1,10.8,mm
holdCritStartpoint,csr_rdata_i[0],
avgRoutedWirePerCell,22.2,um
slew_viol_final,0,
ys_seq_frac,0,
hpwl,24.3,mm
grt_use_total,0.109,
slowest_delay,740,ps
whs_endpoint,csr_rdata_o[0],
flop_area,0,sq um
port_buffers,425,
total_power,0.214,mW
final_common_cell,clkdlybuf4s50_1,
core_area,0.0396,sq mm
die_w,220,um
==> worst max-delay path by stage <==
stage	from	to	slack, ps	cells past startpoint
after CTS	inst_i[3]	op2_jump_o[22]	1490	8
after global routing	inst_i[3]	op2_jump_o[21]	1210	8
final	inst_i[3]	op2_jump_o[22]	1500	8
==> power groups by stage <==
stage | clock, mW | combinational [mW] | sequential [mW]
after CTS | 0 | 0.220 | 0
after global routing | 0 | 0.232 | 0
==> cell usage after synthesis (2+ instances only) <==
| master | instances | share of area |
|---|---|---|
| a22o_1 | 49 | 0.11 |
| a21oi_1 | 5 | 0.0065 |
| nor2b_1 | 9 | 0.015 |
| nor2_1 | 15 | 0.015 |
| inv_1 | 21 | 0.021 |
| and2_1 | 25 | 0.041 |
| buf_6 | 7 | 0.021 |
| o211ai_1 | 2 | 0.0039 |
| and3_1 | 4 | 0.0065 |
| buf_4 | 223 | 0.44 |
| a21o_1 | 9 | 0.018 |
| and4_1 | 2 | 0.0046 |
| nand2_1 | 15 | 0.015 |
| clkbuf_1 | 19 | 0.019 |
| buf_2 | 10 | 0.013 |
| o21ai_0 | 21 | 0.027 |
| a221o_1 | 26 | 0.068 |
| o21ai_1 | 3 | 0.0039 |
| a31oi_1 | 2 | 0.0033 |
| nand3_1 | 7 | 0.0091 |
| and3b_1 | 2 | 0.0046 |
| o2111a_1 | 2 | 0.0059 |
| nor4bb_1 | 3 | 0.0078 |
| nor3b_1 | 2 | 0.0039 |
| nand2b_1 | 3 | 0.0049 |
| buf_1 | 2 | 0.0020 |
| a211o_1 | 4 | 0.0091 |
| a22oi_1 | 22 | 0.043 |
| nand4_1 | 2 | 0.0033 |
| o2bb2ai_1 | 2 | 0.0046 |
| o22ai_1 | 5 | 0.0081 |
| nor3_1 | 5 | 0.0065 |
| nand3b_1 | 2 | 0.0039 |
| a32o_1 | 2 | 0.0052 |
==> cells by family after synthesis <==
| kind of cell | after synthesis | share of synthesized area |
|---|---|---|
| and+or+nand+nor | 102 | 0.155 |
| muxes | 1 | 0.00293 |
| buffers and inverters | 282 | 0.510 |
| AOI/OAI and AO/OA | 159 | 0.329 |
| xor gates and xnor gates | 1 | 0.00228 |
| other | 1 | 0.000975 |
==> layout make-up <==
class | instances | area, sq um
antenna | 2 | 5.00
fill | 4472 | 32400
inverter | 21 | 78.8
multi-input combinational | 303 | 2080
tap | 525 | 657
timing repair buffer | 444 | 4400
==> per-stage QoR <==
| step | worst slack (ps) | hold slack [ps] |
|---|---|---|
| final | 1500 | 3360 |
| after global routing | 1210 | 3360 |
| after CTS | 1490 | 3360 |
| after detailed placement | 1490 | 3360 |
| after global placement | 1530 | 3360 |
| after floorplan | 3610 | 3420 |
==> per-layer routing <==
metal | up-vias | GRT usage
li1 | 2155 | -
met1 | 2220 | 0.129
met2 | 352 | 0.192
met3 | 22 | 0.0372
met4 | 0 | 0.0123
met5 | - | 0
No activity file was given, so power comes from the tool's default toggle rates.
