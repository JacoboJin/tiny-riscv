===== ./config.mk =====
export PLATFORM = sky130hd
export DESIGN_NAME = regs
export DESIGN_NICKNAME = regs
export VERILOG_FILES = /design/flow/design.v
export SDC_FILE = /design/flow/constraint.sdc
export NUM_CORES = 4
export LEC_CHECK = 1
export CORE_UTILIZATION = 50

===== ./constraint.sdc =====
current_design regs

set clk_period 11.1
set clk_io_pct 0.2

create_clock -name clk0 -period $clk_period [get_ports {clk}]

set non_clock_inputs [all_inputs -no_clocks]
set_input_delay [expr $clk_period * $clk_io_pct] -clock clk0 $non_clock_inputs
set_output_delay [expr $clk_period * $clk_io_pct] -clock clk0 [all_outputs]

===== ./design.v =====
module regs(
    input wire  clk,
    input wire  rst,
    input wire              we_i,                
    input wire[4:0] waddr_i,             
    input wire[31:0]     wdata_i,             
    input wire              jtag_we_i,           
    input wire[4:0] jtag_addr_i,         
    input wire[31:0]     jtag_data_i,         
    input wire[4:0] raddr1_i,            
    input wire[4:0] raddr2_i,            
    output reg[31:0]     rdata1_o,            
    output reg[31:0]     rdata2_o,            
    output reg[31:0]     jtag_data_o          
);
reg[31:0] regs[0:32 - 1];
    always @ (posedge clk) begin
        if (rst == 1'b1) begin
            if ((we_i == 1'b1) && (waddr_i != 5'h0)) begin
                regs[waddr_i] <= wdata_i;
            end
            else if ((jtag_we_i == 1'b1) && (jtag_addr_i != 5'h0)) begin
                regs[jtag_addr_i] <= jtag_data_i;
            end
        end
    end
    always @ (*) begin
        if (raddr1_i == 5'h0) begin
            rdata1_o = 32'h0;
        end 
        else if (raddr1_i == waddr_i && we_i == 1'b1) begin
            rdata1_o = wdata_i;
        end 
        else begin
            rdata1_o = regs[raddr1_i];
        end
    end
    always @ (*) begin
        if (raddr2_i == 5'h0) begin
            rdata2_o = 32'h0;
        end else if (raddr2_i == waddr_i && we_i == 1'b1) begin
            rdata2_o = wdata_i;
        end else begin
            rdata2_o = regs[raddr2_i];
        end
    end
    always @ (*) begin
        if (jtag_addr_i == 5'h0) begin
            jtag_data_o = 32'h0;
        end else begin
            jtag_data_o = regs[jtag_addr_i];
        end
    end
endmodule

===== ./run.sh =====
#!/bin/bash
# OpenROAD 26Q1-2900-gdf79404cd8, Yosys 0.63+post, stock flow scripts
make -C /OpenROAD-flow-scripts/flow DESIGN_CONFIG=/design/flow/config.mk WORK_HOME=/design/flow/orfs finish

==> ci_impl_report.md <==
### Flow metrics

| Metric | Value |
|---|---|
| Yosys cell types | 60 |
| Crit-path max FO | 30 |
| Hold Path Sink | regs[30][31] |
| First-pass GRT wire length | 286.7 mm |
| DP HPWL | roughly 120 mm |
| Worst Path Arrival | 6260 ps |
| Height of the die | 337.5 um |
| Critical path's top delay family | buffers and inverters |
| Post-cts gate resize count | 0 |
| Biggest registers after layout | regs x1024 |
| Final Setup Violations | 0 |
| Largest cells by area after synthesis | edfxtp_1, mux4_2, mux2i_1, a22oi_1, mux2_2 |
| Worst Path Buf+Inv | 4 |
| Drt drc | 0 |
| Setup_tns | 0 ps |
| Wl on met1 | 58.12 mm |
| Crit path capture type | output port |
| Total clock sinks | 1,024 |
| CTS Buffer Depth | 3 |
| Hold path depth | 4 |
| OpenROAD warning count | 26 |
| Num rows | about 120 |
| Tightest Pin Transition | 1075 ps |
| Pins Over Slew Limit | 0 |
| CP most frequent cell | buf_4 |
| Normalized max-slew margin | 27.81% |
| Final Cycle Share | 76.35% |
| Die X | 337.5 um |
| Gr usage total | 40.76% |
| Synth Instances | 3,113 |
| Initial drt markers | 2,589 |
| Largest net degree at the start of global routing | between 90 and 100 |
| Largest area contributor in the netlist | edfxtp_1 |
| Grt total ovfl | 0 |
| Routability cong. | 0.9352 |
| Slowest cell delay on critical path | 690 ps |
| Die Size | 0.1139 mm2 |
| Setup CP Type | primary input to output port |
| Post-synthesis cell area | roughly 0.056 mm2 |
| Min cycle time layout | 8475 ps |
| Core area | 0.1111 mm2 |
| Pre-Place Util | 50.65% |
| Required time worst endpoint | a little under 9000 ps |
| Final wirelength | a little over 200 mm |
| CTS root buf | clkbuf_16 |
| Layout cell share with drive strength beyond 1 | 34.22% |
| Vias in the first global route | roughly 40,000 |
| Post-synth top flop | edfxtp_1 |
| Most frequent logic cell in the layout | edfxtp_1 |
| Number of synthesis warnings | 1 |
| Initial DRT Pass Iterations | 6 |
| Maxcap violations | 0 |
| Setup Buffers After CTS | 0 |
| Syn Area/Cell | 18.08 um2 |
| Max layer used | met5 |
| Hold path startpoint | jtag_addr_i[2] |
| H-Tree Level Count | 3 |
| # IOs | ~180 |
| Peak VDD IR | approximately 0.00013 V |
| Pwr dens | between 100 and 150 mW/mm2 |
| Placed Area | 0.06020 mm2 |
| Hold_buf cts | 0 |
| Slowest-stage cell, CP | a2111oi_0 |
| Ys flops | 1,024 |
| Leakage | a little over 0.02 uW |
| Largest register FFs | 1,024 |
| Antenna violations before repair | 6 |
| TritonCTS clock tree | built |
| Clock slew at reported path FFs | approximately 60 ps |
| Final instance area | 0.06379 mm2 |
| HP Class | primary input to register |
| Outcome | finished clean |
| Antenna-violating nets left | 0 |
| Yosys stat cell total | 3,113 |
| DR WL/cell | a little over 40 um |
| Number of synthesized flops with an enable pin | between 1,000 and 1,500 |
| RSZ-0062 raised after global routing | no |
| Most common logic cells in the final layout | edfxtp_1, mux4_2, mux2i_1 |
| CTS buffer count | about 120 |
| Layout area overhead | 13.32% |
| Synth top area share | ~55% |
| Crit start category | primary input |
| Top reg by flops | regs |
| Endpoints failing hold | 0 |
| Metal2 WL | 89.45 mm |
| Total number of vias | 36,000 |
| Via/cell ratio | 7.358 |
| Port Buf Inserts | between 150 and 200 |
| CP cell instances | buf_4, buf_4, or3b_4, buf_4, o22ai_1, a2111oi_0, a21oi_1, a22o_1, clkdlybuf4s50_1 |
| Yosys stat area | 0.05629 mm2 |
| Max frequency | about 120 MHz |
| Post-synth seq share | roughly 55% |
| Met3 Routed Length | between 40 and 50 mm |
| Async set or reset register ratio after synthesis | 0% |
final cells by class:
cell class	instances	area, um2
fill	8092	47340
sequential	1024	30750
multi-input combinational	1790	24340
timing repair buffer	344	3123
clock buffer	144	3029
tap	1488	1862
clock inverter	64	544.3
inverter	33	123.9
antenna	5	12.51
where the power goes:
part	leakage, uW	total [uW]	internal [uW]	switching [uW]
registers	0.00924	4370	4340	32.6
clock network	0.00172	3650	2090	1560
logic	0.00953	1220	540	684
total	0.0205	9250	6970	2280
worst max path at each step:
stage,slack (ps),from,cells past startpoint,to
final,2620,raddr1_i[2],9,rdata1_o[26]
after CTS,2730,raddr1_i[2],9,rdata1_o[26]
after global routing,2490,raddr1_i[2],9,rdata1_o[26]
metrics by stage:
| step | instances | hold slack (ps) | utilization [%] | setup slack (ps) | power (uW) |
|---|---|---|---|---|---|
| floorplan | 3144 | 2744 | - | 4667 | 5159 |
| global placement | 4679 | 3293 | 54.17 | 2861 | 5644 |
| detailed placement | 4679 | 3302 | 54.17 | 2776 | 5654 |
| CTS | 4887 | 2569 | 57.39 | 2730 | 9263 |
| global route | 4889 | 2612 | 57.40 | 2485 | 9477 |
| finish | 4892 | 2596 | 57.40 | 2625 | 9247 |
cells by family (layout without fill, tap and decap cells):
family | after synthesis | in the layout | synth area share (%)
other cells | 1 | 37 | 0.006662
mux | 1013 | 1013 | 34.17
buf+inv | 330 | 585 | 2.743
flops | 1024 | 1024 | 54.63
xor+xnor | 10 | 10 | 0.1556
simple gates | 252 | 252 | 2.136
compound gates | 483 | 483 | 6.162
per-layer routing:
layer  vias up  track usage [%]
met5         -            9.149
met4        38            14.97
met3       633            37.16
met2      3388            54.11
met1     17850            46.82
li1      14090                -
synthesized netlist by cell type (7+ instances only):
cell,number
nor2b_1,24
edfxtp_1,1024
buf_4,29
a221o_1,10
clkbuf_1,142
mux2i_1,232
mux2_2,57
o211ai_1,13
nand2_1,107
nor3_1,44
buf_6,8
a211oi_1,24
buf_2,95
a21oi_1,68
o22a_1,8
mux4_2,720
inv_1,33
a2111oi_0,11
o22ai_1,60
nand3_1,20
and3_1,7
a22oi_1,86
a221oi_1,22
a32o_1,21
a31oi_1,11
o221ai_1,32
buf_1,21
o21ai_0,62
nor2_1,21
a22o_1,31
a211o_1,9
No activity file was given, so power comes from the tool's default toggle rates.
